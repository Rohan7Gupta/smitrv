[./run.sh]
#!/bin/bash
# OpenROAD 26Q1-2900-gdf79404cd8, Yosys 0.63+post, stock flow scripts
make -C /OpenROAD-flow-scripts/flow DESIGN_CONFIG=/design/flow/config.mk WORK_HOME=/design/flow/orfs finish
[./config.mk]
export PLATFORM = sky130hd
export DESIGN_NAME = decode_unit
export DESIGN_NICKNAME = decode_unit
export VERILOG_FILES = /design/flow/design.v
export SDC_FILE = /design/flow/constraint.sdc
export NUM_CORES = 4
export LEC_CHECK = 1
export CORE_UTILIZATION = 40
[./design.v]
module decode_unit(
    input clk,
    input reset,
    input Cond_Chk_reg,  
    input [31:0] instruction,
    output reg [6:0] opcode_reg,
    output reg [4:0] rs1_reg,
    output reg [4:0] rs2_reg,
    output reg [4:0] rd_reg,
    output reg [2:0] funct3_reg,
    output reg [6:0] funct7_reg,
    output reg IorD_reg,
    output reg MemWrite_reg,
    output reg MtoR_reg,
    output reg IRWrite_reg,
    output reg [31:0] Imm_reg,
    output reg AluSrcA_reg,
    output reg [1:0] AluSrcB_reg,
    output reg RegWrite_reg,
    output reg Branch_reg,
    output reg PCWrite_reg,
    output reg PCSel_reg,
    output reg [3:0] AluControl_reg,
    output reg [2:0] stage
);
always @(posedge clk) begin
    if (reset) begin
        opcode_reg <= 0;
        rs1_reg <= 0;
        rs2_reg <= 0;
        rd_reg <= 0;
        funct3_reg <= 0;
        funct7_reg <= 0;
        IorD_reg <= 1'b0;
        MemWrite_reg <= 1'b0;
        MtoR_reg <= 1'b0;
        IRWrite_reg <= 1'b0;
        Imm_reg <= 0;
        AluSrcA_reg <= 1'b0;
        AluSrcB_reg <= 0;
        RegWrite_reg <= 1'b0;
        Branch_reg <= 1'b0;
        PCWrite_reg <= 1'b0;
        PCSel_reg <= 1'b0;
        AluControl_reg <= 0;
        stage <= 0;
    end 
    else begin
        case (stage)
            0: begin
                #10
                opcode_reg <= instruction[6:0];
                rs1_reg <= instruction[19:15];
                rs2_reg <= instruction[24:20];
                rd_reg <= instruction[11:7];
                funct3_reg <= instruction[14:12];
                funct7_reg <= instruction[31:25];
                IorD_reg <= 1'b0;
                MemWrite_reg <= 1'b0;
                MtoR_reg <= 1'b0;
                IRWrite_reg <= 1'b1;
                Imm_reg <= 0;
                AluSrcA_reg <= 1'b0;
                AluSrcB_reg <= 2'b01;
                RegWrite_reg <= 1'b0;
                Branch_reg <= 1'b0;
                PCWrite_reg <= 1'b0;
                PCSel_reg <= 1'b0;
                AluControl_reg <= 3'b000;
                stage <= 1;
            end
            1: begin
                case (opcode_reg)
                    7'b1100111, 7'b1101111: begin
                    MtoR_reg <= 1'b0;
                    RegWrite_reg <= 1'b1;
                    end
                endcase
                stage <= 2;
            end
            2: begin
                #10
                case (opcode_reg)
                    7'b0110011: begin
                        AluSrcA_reg <= 1'b1;
                        AluSrcB_reg <= 2'b00;
                        if (funct7_reg == 7'b0000000) begin
                            AluControl_reg <= {0, funct3_reg};  
                        end
                        else if (funct7_reg == 7'b0100000) begin
                            AluControl_reg <= {1, funct3_reg};  
                        end
                    end
                    7'b0000011: begin
                        AluSrcA_reg <= 1'b1;
                        AluSrcB_reg <= 2'b10;
                        Imm_reg <= {{20{instruction[31]}}, instruction[31:20]};
                        AluControl_reg <= {0, funct3_reg};  
                    end
                    7'b1100111: begin
                        AluSrcA_reg <= 1'b1;
                        AluSrcB_reg <= 2'b10;
                        Imm_reg <= {{20{instruction[31]}}, instruction[31:20]};
                        AluControl_reg <= {0, funct3_reg};  
                    end
                    7'b0010011: begin
                        AluSrcA_reg <= 1'b1;
                        AluSrcB_reg <= 2'b10;
                        case (funct3_reg)
                            3'b001, 3'b101: begin  
                                Imm_reg = {12'b0, instruction[31:20]};  
                                if (funct7_reg == 7'b0000000) begin
                                    AluControl_reg <= {0, funct3_reg};  
                                end
                                else if (funct7_reg == 7'b0100000) begin
                                    AluControl_reg <= {1, funct3_reg};  
                                end
                            end
                            3'b000, 3'b010, 3'b011, 3'b100, 3'b111: begin  
                                Imm_reg <= {{20{instruction[31]}}, instruction[31:20]};
                                AluControl_reg <= {0, funct3_reg};
                            end
                        endcase
                    end
                    7'b0100011: begin
                        AluSrcA_reg <= 1'b1;
                        AluSrcB_reg <= 2'b10;
                        Imm_reg <= {{20{instruction[31]}}, instruction[31:25], instruction[11:7]};
                        AluControl_reg <= {0, funct3_reg};  
                    end
                    7'b1100011: begin
                        AluSrcA_reg <= 1'b1;
                        AluSrcB_reg <= 2'b00;
                        Branch_reg <= 1'b1;
                        Imm_reg <= {{20{instruction[31]}}, instruction[31], instruction[7], instruction[30:25], instruction[11:8]};
                        AluControl_reg <= {1, funct3_reg};  
                    end
                    7'b1100011: begin
                        AluSrcA_reg <= 1'b0;
                        AluSrcB_reg <= 2'b10;
                        AluControl_reg <= 4'b0000;  
                        Imm_reg <= {{12{instruction[31]}}, instruction[31], instruction[19:12], instruction[20], instruction[30:21]};  
                    end
                    7'b0110111: begin
                        Imm_reg = {instruction[31:20], 12'b0};
                    end
                    7'b0010111: begin
                        AluSrcA_reg <= 1'b0;
                        AluSrcB_reg <= 2'b10;
                        Imm_reg = {instruction[31:20], 12'b0};
                        AluControl_reg <= 4'b0000;  
                    end
                endcase
                stage <= 3;
            end
            3: begin
                #10
                case (opcode_reg)
                    7'b1100111, 7'b1101111: begin
                        PCWrite_reg <= 1'b1;
                        PCSel_reg <= 1'b1;
                    end
                    7'b1100011: begin
                        if (Cond_Chk_reg) begin  
                            PCSel_reg <= 1'b1;
                        end
                    end
                endcase
                stage <= 4;
            end
            4: begin
                #10
                case (opcode_reg)
                    7'b0110011: begin
                        MtoR_reg <= 1'b0;
                        RegWrite_reg <= 1'b1;
                    end
                    7'b0000011, 7'b0010011: begin
                        MtoR_reg <= 1'b1;
                        RegWrite_reg <= 1'b1;
                    end
                    7'b0100011: begin
                        MemWrite_reg <= 1'b1;
                        IorD_reg <= 1'b1;
                    end
                    7'b0110111: begin
                        MtoR_reg <= 1'b1;
                        RegWrite_reg <= 1'b1;
                    end
                    7'b0010111: begin
                        PCWrite_reg <= 1'b1;
                        PCSel_reg <= 1'b1;
                    end 
                endcase
                stage <= 0;
            end
        endcase
    end
end
endmodule
[./constraint.sdc]
current_design decode_unit

set clk_period 3.8
set clk_io_pct 0.2

create_clock -name clk0 -period $clk_period [get_ports {clk}]

set non_clock_inputs [all_inputs -no_clocks]
set_input_delay [expr $clk_period * $clk_io_pct] -clock clk0 $non_clock_inputs
set_output_delay [expr $clk_period * $clk_io_pct] -clock clk0 [all_outputs]
==> results.json <==
{
  "cts_root_buf": "clkbuf_8",
  "yosys_cells": 417,
  "grt_pass1_vias": 3218,
  "hold_violations": 0,
  "drv_slew": 0,
  "dpl_worst_slack_ns": 0.9331,
  "async_reset_ff_frac": 0,
  "largest_reg_flops": 25,
  "max_freq_mhz": 373.3,
  "grt_max_degree": 35,
  "warnings": 26,
  "rows": 33,
  "crit_arrival_ns": 2.95,
  "path_max_fanout": 34,
  "io_buffers": 116,
  "antenna_cells": 0,
  "syn_area_sq_um": 3447,
  "io_pins": 117,
  "synthCells": 417,
  "post_cts_buffers": 0,
  "relSlewSlack": 0.4198,
  "chipWidth_microns": 94.83,
  "path_clk_slew_ns": 0.08,
  "cts_inserted_buffers": 9,
  "ys_ff": 74,
  "die_h_microns": 94.83,
  "max-cap-violations": 0,
  "grt_remaining_overflow": 0,
  "status": "completed",
  "track_usage": 0.2477,
  "ys_warn_count": 1,
  "power.leakage_uw": 0.001739,
  "chipArea_sq_um": 8993,
  "layout_top_cells": "clkdlybuf4s50_1, nand2_1, dfxtp_1",
  "power_density_nw_per_um2": 420.4,
  "ff_type": "dfxtp_1",
  "yosys_area_sq_um": 3447,
  "drive_gt1_frac": 0.06408,
  "ir_drop_mv": 0.2651,
  "syn2layout_area_growth_pct": 39.60,
  "mostFrequentLayoutCell": "clkdlybuf4s50_1",
  "dp_hpwl_microns": 7293,
  "drtPass1Iterations": 5,
  "drtAntennaViolNets": 0,
  "design.core.area_sq_um": 8258,
  "routed_wirelength_microns": 10520,
  "cts_hold_buffers": 0,
  "grt_pass1_wl_microns": 16700,
  "fin_crit_ns": 2.679,
  "crit_type": "flip-flop to flip-flop",
  "yosysUniqueCellTypes": 55,
  "skew_ns": 0.009023,
  "htreeDepth": 3,
  "cts_buffer_depth": 2,
  "drt_iter0_drc": 321,
  "synth_area_per_cell_sq_um": 8.266,
  "rsz0062_at_grt": "false",
  "finalClockPeriodUsage": 0.7050,
  "finalSetupTns_ns": 0,
  "cts_tree": "yes",
  "endpoint_kind": "flip-flop",
  "cts_num_sinks": 74,
  "cp-start-kind": "flip-flop",
  "clk_latency_ns": 0.35,
  "antenna_found_initial": 0,
  "cts_resized": 0,
  "finalWorstSetupSlack_ns": 1.121,
  "setup_viol": 0,
  "ys_seq_frac": 0.4298,
  "min_path_type": "flip-flop to flip-flop",
  "wl_per_cell_microns": 16.97,
  "edf_count": 0,
  "post-route-drc-count": 0,
  "cp.required_ns": 4.07,
  "fp-utilization": 0.4174,
  "vias_per_cell": 5.429,
  "tightest_slew_ns": 0.8703,
  "gp_congestion": 0.8547,
  "vias": 3366
}
synth_stat cells (2+ instances only):
cell type	instances	area (sq um)
buf_4	9	67.56
a21o_1	11	82.58
o21ai_0	13	65.06
nand2_1	77	289.0
nor4_1	5	31.28
or3_1	2	12.51
a32oi_1	2	17.52
or2_1	2	12.51
inv_1	3	11.26
a32o_2	2	22.52
o2bb2ai_1	11	96.34
buf_2	5	25.02
nand3_1	2	10.01
o32ai_1	2	17.52
inv_2	2	7.510
dfxtp_1	74	1481
nand2b_1	7	43.79
a31oi_1	5	31.28
buf_6	4	45.04
o21a_1	2	15.01
o21ai_1	2	10.01
a22o_1	13	113.9
nor3_1	2	10.01
nor2_1	24	90.09
nand3b_1	4	30.03
nand4_1	3	18.77
a211o_1	2	17.52
and3_1	2	12.51
o22ai_1	4	25.02
nor3b_1	6	45.04
o211ai_1	3	22.52
clkbuf_1	22	82.58
a222oi_1	4	40.04
o31ai_1	2	15.01
a21oi_1	57	285.3
mux2i_1	4	40.04
nor2b_1	5	31.28
layout make-up:
class	instances	area [sq um]
fillers	747	3446
multi-input cells	296	1719
inverters	5	18.77
well taps	105	131.4
clock buffers	9	123.9
clock inverters	7	116.4
flip-flops and latches	74	1481
repair buffers	124	1221
where the power goes:
group	total (uW)	switching, uW	internal (uW)
clock network	732	296	436
logic	401	199	202
registers	889	65.8	823
cells by family after synthesis:
group | after synthesis | share of synthesized area
AND/OR/NAND/NOR | 148 | 0.2062
AND-OR/OR-AND | 142 | 0.2730
flip-flops | 74 | 0.4298
buffers and inverters | 47 | 0.07441
multiplexers | 4 | 0.01162
XOR/XNOR | 2 | 0.005083
final timing paths:
| path | from | end | slack, ns | cells past startpoint |
|---|---|---|---|---|
| max | stage[2]$_SDFFE_PP0P_ | Imm_reg[7]$_SDFFE_PP0P_ | 1.12 | 7 |
| min | rs2_reg[4]$_SDFFE_PP0P_ | rs2_reg[4]$_SDFFE_PP0P_ | 0.46 | 2 |
| max reg2reg | stage[2]$_SDFFE_PP0P_ | Imm_reg[7]$_SDFFE_PP0P_ | 1.12 | 7 |
| min reg2reg | rs2_reg[4]$_SDFFE_PP0P_ | rs2_reg[4]$_SDFFE_PP0P_ | 0.46 | 2 |
per-stage QoR:
step | area (sq um) | util | cells | total power [uW] | hold slack [ns]
floorplan | 3447 | - | 417 | 1112 | 0.4100
global placement | 4572 | 0.5536 | 604 | 1306 | 0.4414
detailed placement | 4572 | 0.5536 | 604 | 1307 | 0.4476
CTS | 4812 | 0.5827 | 620 | 2038 | 0.4592
global route | 4812 | 0.5827 | 620 | 2128 | 0.4831
finish | 4812 | 0.5827 | 620 | 2023 | 0.4574
per-layer routing:
| metal | share of wire | track usage | up-vias |
|---|---|---|---|
| met1 | 0.47 | 0.3798 | 1549 |
| met2 | 0.45 | 0.3687 | 125 |
| met4 | 0.014 | 0.03535 | 0 |
| met5 | 0 | 0 | - |
| met3 | 0.070 | 0.06536 | 12 |
| li1 | - | - | 1680 |
critical path, stage by stage, from the launching register on:
cell and delay [ns]:
dfxtp_1 0.53, nor2_1 0.25, nand2_1 0.12, buf_4 0.36, nand2b_1 0.20, a41oi_2 0.74, buf_4 0.29, o2bb2ai_1 0.12
Power is estimated from default activity; no workload was simulated.
