### /design/flow/design.v
module fetch_unit(
    input clk,
    input reset,
    input PCSel_reg,  
    input [31:0] Imm_reg,  
    output reg [31:0] pc_reg  
);
always @(posedge clk or posedge reset)
begin
    if (reset) begin
        pc_reg <= 0;
    end
    else begin
        if (PCSel_reg) begin
            pc_reg <= pc_reg + Imm_reg;
        end
        else begin
            pc_reg <= pc_reg + 4;
        end
    end
end
endmodule
### /design/flow/run.sh
#!/bin/bash
# OpenROAD 26Q1-2900-gdf79404cd8, Yosys 0.63+post, stock flow scripts
make -C /OpenROAD-flow-scripts/flow DESIGN_CONFIG=/design/flow/config.mk WORK_HOME=/design/flow/orfs finish
### /design/flow/config.mk
export PLATFORM = sky130hd
export DESIGN_NAME = fetch_unit
export DESIGN_NICKNAME = fetch_unit
export VERILOG_FILES = /design/flow/design.v
export SDC_FILE = /design/flow/constraint.sdc
export NUM_CORES = 4
export LEC_CHECK = 1
export CORE_UTILIZATION = 30
### /design/flow/constraint.sdc
current_design fetch_unit

set clk_period 13.7
set clk_io_pct 0.2

create_clock -name clk0 -period $clk_period [get_ports {clk}]

set non_clock_inputs [all_inputs -no_clocks]
set_input_delay [expr $clk_period * $clk_io_pct] -clock clk0 $non_clock_inputs
set_output_delay [expr $clk_period * $clk_io_pct] -clock clk0 [all_outputs]
==> summary.log <==
qor: cts.tritoncts_num_sinks 32
qor: pwr.netSwitchingPower 0.475 mW
qor: finish.layout.core_utilization 38.8%
qor: yosys.ys.warnings.count 1
qor: run_status.status complete, no violations
qor: detailed_routing.ant_nets 0
qor: finish.areaGrowthSynthToFinish 25.6%
qor: finish.fillCellCount 1177
qor: pwr.portion_of_total_power_attributed_to_combinational_logic 67.5%
qor: worst_hold_path.hold_wc_startpoint pc_reg[31]
qor: yosys.ys_ff 32
qor: place.globalplace.congestion 0.908
qor: worst_hold_path.holdPathStages 1
qor: worst_hold_path.hold_path_class flip-flop to flip-flop
qor: worst_setup_path.r2r_cells 8
qor: detailed_routing.dr_wl_met3 490 µm
qor: cts.cts_tree done
qor: yosys.synth-edff-count 0
qor: sta.achievable-frequency 192 MHz
qor: flow_run.max_cap_violations 0
qor: finish.layout.area.comb 2630 µm²
qor: sta.clock_skew 0.00710 ns
qor: sta.max_slew.worst_pin.slew 0.768 ns
qor: worst_setup_path.worst-endpoint-required 13.90 ns
qor: detailed_routing.first_pass_iteration_count_of_the_detailed_router 24
qor: pwr.static-leakage-power 1.80 nW
qor: floorplan.fp.dieW 111 µm
qor: detailed_routing.dr_wl_met2 4.43 mm
qor: worst_setup_path.arrival 5.39 ns
qor: global_routing.globalRouteTotalUtil 16.8%
qor: cts.clk_latency 0.28 ns
qor: sta.timing.final.setup_violations 0
qor: yosys.ys_cells 436
qor: yosys.syn_area_per_cell 8.17 µm²
qor: worst_hold_path.hold-path-endpoint pc_reg[31]
qor: detailed_routing.wl_per_cell 15.4 µm
qor: global_routing.gr-total-overflow 0
qor: cts.tritoncts.num_buffers 5
qor: detailed_routing.maxUsedRoutingLayer met4
qor: detailed_routing.first_iter_violations 171
qor: yosys.ys_dominant_reg_cell dfrtp_1
qor: yosys.yosysUniqueCellTypes 62
qor: finish.post_route_cells_drive_above_1_share 6.25%
qor: pwr.p_int 0.559 mW
qor: sta.timing_hold_violations_final 0
qor: pwr.powerDensity 231 nW/µm²
qor: cts.clk_pin_slew_worst_paths 0.06 ns
qor: yosys.synth-async-reset-ratio 100%
qor: cts.clockBufferDepth 2
qor: cts.cts_resized 0
qor: pwr.power.ir.vdd_worst 91.6 µV
qor: flow_run.stage_log_warnings 25
qor: floorplan.die-height 111 µm
qor: place.io_buffers 66
qor: floorplan.area_of_the_core 11500 µm²
qor: worst_setup_path.critPathCaptureType flip-flop
qor: worst_setup_path.ff2ff_setup_slack 10.91 ns
qor: floorplan.ioPinCount 67
qor: detailed_routing.route.layer.met1.wl 4.84 mm
qor: global_routing.wire_length_of_the_first_global_routing_pass 16.7 mm
qor: worst_setup_path.worst_setup_start_kind input port
qor: finish.seqCellArea 801 µm²
qor: yosys.yosys_area 3560 µm²
qor: sta.final_period_minus_worst_setup_slack 5.20 ns
qor: worst_setup_path.timing.setup.critical_path_class input port to flip-flop
qor: detailed_routing.totalWireLength 9.84 mm
qor: finish.largest_register_ff_count 32
qor: place.dpl.hpwl 7.65 mm
qor: global_routing.grt_start_max_net_pins 43
qor: worst_setup_path.crit_fanout 4
qor: detailed_routing.remaining_drc_errors 0
qor: floorplan.floorplan.die_area 12300 µm²
qor: detailed_routing.num_antenna_cells 0
qor: worst_setup_path.rr_endpoint pc_reg[26]
qor: cts.postCtsSetupRepairBufs 0
qor: pwr.p_clk_share 11.0%
qor: yosys.synth_sequential_area_ratio 22.5%
qor: sta.final.period_utilization 37.9%
qor: worst_setup_path.timing.rr.start pc_reg[2]
qor: global_routing.vias_in_the_first_global_route 3335
qor: pwr.seq_power_share 21.4%
qor: cts.cts.root.buffer_cell clkbuf_16
qor: sta.grt_setup_unrepaired no
qor: cts.ctsHoldBuffers 0
qor: detailed_routing.via_per_inst 5.38
qor: floorplan.rows 39
qor: yosys.cells_after_synth 436
qor: sta.final_max_tran_viols 0
qor: floorplan.floorplan.initialDensity 30.9%
qor: cts.htree_num_levels 2
qor: detailed_routing.count_of_vias_placed_by_the_detailed_router 3441
qor: sta.final.setup.tns 0 ns
qor: sta.timing.max_slew.rel_slack 48.4%
qor: yosys.syn-cell-area 3560 µm²
qor: global_routing.grt_antenna_before_repair 0
qor: pwr.net_switching_fraction_of_the_power 45.9%
-- per-layer routing --
layer / up-vias / GRT usage (%)
met2: 93 / 26.6
li1: 1713 / -
met5: - / 0
met4: 0 / 1.74
met1: 1627 / 25.5
met3: 8 / 2.17
-- critical path, cell delays in order --
cell and delay [ns]:
clkdlybuf4s50_1 0.42, ha_1 0.32, a211oi_1 0.39, o21bai_1 0.13, a21oi_1 0.28, o21ai_0 0.29
a31oi_1 0.33, mux2_2 0.37, o22ai_1 0.12
-- cell families after synthesis --
logic type	after synthesis	synth area share (%)
multiplexers	13	3.76
flip-flops	32	22.5
AND/OR/NAND/NOR	152	21.6
buffers and inverters	26	3.69
adder cells (fa/ha/maj)	33	11.8
XOR/XNOR	49	12.0
AND-OR/OR-AND	131	24.7
-- per-stage QoR --
stage                     power (mW)  area, µm²  worst slack [ns]  hold WS, ns  std cells
after floorplan                0.699       3560              8.99        0.425        436
after global placement         0.917       4330              8.29        0.495        631
after detailed placement       0.914       4330              8.21        0.468        631
after CTS                       1.04       4470              8.50        0.491        639
after global routing            1.13       4470              8.21        0.500        639
final                           1.03       4470              8.50        0.491        639
-- worst max path at each step --
stage	depth (start not counted)	end	from	slack, ns
final	9	pc_reg[29]	Imm_reg[1]	8.50
after global routing	11	pc_reg[28]	Imm_reg[0]	8.21
after CTS	11	pc_reg[28]	Imm_reg[0]	8.50
-- cell usage after synthesis (all sizes together) (7+ instances only) --
| cell | count | area share, % |
|---|---|---|
| inv | 9 | 0.95 |
| a21o | 16 | 3.4 |
| nand3 | 14 | 2.1 |
| nand4 | 13 | 2.3 |
| xor2 | 23 | 5.7 |
| nor2 | 41 | 4.3 |
| dfrtp | 32 | 22 |
| ha | 32 | 11 |
| mux2i | 10 | 2.8 |
| nand2 | 45 | 4.8 |
| and3 | 7 | 1.4 |
| a21oi | 41 | 5.8 |
| o21ai | 32 | 4.6 |
| xnor2 | 26 | 6.4 |
| buf | 8 | 1.8 |
| clkbuf | 9 | 0.95 |
-- power by group through the flow --
stage                 Clock (mW)  Sequential [mW]  Combinational, mW
after global routing       0.122            0.232              0.778
after CTS                  0.117            0.222              0.699
final                      0.114            0.221              0.698
-- cells in the final DEF, fill, tap and decap left out, types with 4 or more instances in the layout --
cell             count
clkdlybuf4s50_1     66
nand2_1             44
nor2_1              41
a21oi_1             41
ha_1                32
dfrtp_1             32
o21ai_0             30
xnor2_1             26
xor2_1              23
a21o_1              16
nand3_1             13
nand4_1             13
mux2i_1             10
inv_1                9
nand2b_1             6
o21bai_1             6
nor3_1               5
o211ai_1             5
clkbuf_16            5
and3_1               4
o22ai_1              4
-- final cells by class --
class,count,share of cell area [%]
well taps,143,4.00
inverters,9,0.755
multi-input cells,378,58.8
clock buffers,8,3.27
repair buffers,69,15.3
flip-flops and latches,32,17.9
Power and IR drop assume default switching activity.
